<file path="/design/flow/run.sh">
#!/bin/bash
# OpenROAD 26Q1-2900-gdf79404cd8, Yosys 0.63+post, stock flow scripts
make -C /OpenROAD-flow-scripts/flow DESIGN_CONFIG=/design/flow/config.mk WORK_HOME=/design/flow/orfs finish
</file>
<file path="/design/flow/config.mk">
export PLATFORM = sky130hd
export DESIGN_NAME = UART_RX
export DESIGN_NICKNAME = UART_RX
export VERILOG_FILES = /design/flow/design.v
export SDC_FILE = /design/flow/constraint.sdc
export NUM_CORES = 4
export LEC_CHECK = 1
export CORE_UTILIZATION = 50
</file>
<file path="/design/flow/constraint.sdc">
current_design UART_RX

set clk_period 5.1
set clk_io_pct 0.2

create_clock -name clk0 -period $clk_period [get_ports {CLK}]

set non_clock_inputs [all_inputs -no_clocks]
set_input_delay [expr $clk_period * $clk_io_pct] -clock clk0 $non_clock_inputs
set_output_delay [expr $clk_period * $clk_io_pct] -clock clk0 [all_outputs]
</file>
<file path="/design/flow/design.v">
module FSM_Block #(parameter Out_Data_width=8,parameter Prescale_Width=6) (
    input wire RX_IN,
    input wire PAR_EN,
    input wire PAR_TYP,
    input wire [3:0] bit_cnt,
    input wire sampled_bit,
    input wire [Prescale_Width-1:0] Prescale,
    input wire [Prescale_Width-1:0] edge_cnt,
    input wire [Out_Data_width-1:0] P_DATA,
    input wire CLK, RST,
    output reg dat_samp_en, enable, deser_en,
    output reg par_chk_en, stp_chk_en,strt_chk_en,
    output reg par_err,stp_err,
    output reg Data_Valid
);
reg strt_glitch;
reg [4:0] current_state, next_state;
localparam [4:0] IDLE_STATE = 5'b00001,
                START_STATE = 5'b00010,
                DATA_STATE = 5'b00100,
                PARITY_STATE = 5'b01000,
                STOP_STATE = 5'b10000;
always @(posedge CLK)
 begin
    if (!RST)
        current_state <= IDLE_STATE;
    else 
        current_state <= next_state;
end
always @(*) 
begin
    dat_samp_en = 1'b0;
    enable = 1'b0;
    deser_en = 1'b0;
    par_chk_en = 1'b0;
    stp_chk_en = 1'b0;
    strt_chk_en = 1'b0;
    Data_Valid = 1'b0;
    par_err =1'b0;
    stp_err =1'b0;
    strt_glitch = 1'b0;
case(current_state)
        IDLE_STATE: 
begin
           dat_samp_en = 1'b0;
            enable = 1'b0;
            deser_en = 1'b0;
            par_chk_en = 1'b0;
            stp_chk_en = 1'b0;
            strt_chk_en = 1'b0;
            Data_Valid = 1'b0;
            par_err =1'b0;
            stp_err =1'b0;
            strt_glitch = 1'b0;
            if (!RX_IN)
             begin
                next_state = START_STATE;
            end 
            else
             begin
                next_state = IDLE_STATE;
            end
end
        START_STATE: 
begin
            strt_chk_en = 1'b1;
            dat_samp_en = 1'b1;
            enable = 1'b1;
          begin
        case(Prescale)
            6'b000100:
            begin
             if(bit_cnt== 4'b0000 && edge_cnt== (Prescale-'b1))
            begin
                 strt_glitch <= (sampled_bit == 1'b1) ? 1'b1 : 1'b0;
                 if(!strt_glitch)
                    next_state <= DATA_STATE;  
                 else
                    next_state <= IDLE_STATE;  
            end
            else 
             begin
                next_state <= START_STATE;
             end
            end
            default:
            begin
            if(bit_cnt== 4'b0000 && edge_cnt== ((Prescale>>1)+'b10))
            begin
                 strt_glitch = (sampled_bit == 1'b1) ? 1'b1 : 1'b0;
                 if(!strt_glitch)
                    next_state = START_STATE;  
                 else
                    next_state = IDLE_STATE;  
            end
            else if(bit_cnt== 4'b0000 && edge_cnt== (Prescale-'b1))
             begin
                next_state = DATA_STATE;
             end
             else
             begin
                next_state =START_STATE;
             end
            end
        endcase
          end
end
        DATA_STATE: 
begin
            strt_chk_en = 1'b0;
            dat_samp_en = 1'b1;
            enable = 1'b1;
            deser_en = 1'b1;
            if (bit_cnt == 4'b1000 && edge_cnt >= (Prescale-'b1))
            begin
                if (PAR_EN)
                    next_state = PARITY_STATE;
                else
                    begin
                    next_state = STOP_STATE;
                    end
            end 
            else 
            begin
                next_state = DATA_STATE;
            end
end
        PARITY_STATE: 
begin
            par_chk_en = 1'b1;
            deser_en = 1'b0;
            dat_samp_en = 1'b1;
            enable = 1'b1;
          begin
            case(Prescale)
                6'b000100:
                begin
            if(bit_cnt== 4'b1001 && edge_cnt =='d3)
            begin
                            if(PAR_TYP== 1'b0 && (^(P_DATA) == sampled_bit))  
                                begin
                                     par_err<= 1'b0;
                                     next_state<=STOP_STATE;
                                end
                            else if(PAR_TYP== 1'b0 && (^(P_DATA) != sampled_bit))
                                begin
                                     par_err<= 1'b1;
                                     next_state<=IDLE_STATE;
                                 end
                            else if(PAR_TYP== 1'b1 && ((~^P_DATA) == sampled_bit))  
                                begin
                                     par_err<= 1'b0;
                                     next_state<=STOP_STATE;
                                 end
                             else if(PAR_TYP== 1'b1 && ((~^P_DATA)!= sampled_bit))
                                 begin
                                     par_err<= 1'b1;
                                     next_state<=IDLE_STATE;
                                 end
                             else
                                begin
                                      par_err<= 1'b0;
                                      next_state<=IDLE_STATE;
                                end
            end
            else 
            begin
                next_state <= PARITY_STATE;
            end
                end
                default:
                begin
            if(bit_cnt== 4'b1001 && edge_cnt ==((Prescale>>1)+'b10))
            begin
                            if(PAR_TYP== 1'b0 && (^(P_DATA) == sampled_bit))  
                                begin
                                     par_err = 1'b0;
                                     next_state = PARITY_STATE;
                                end
                            else if(PAR_TYP== 1'b0 && (^(P_DATA) != sampled_bit))
                                begin
                                     par_err = 1'b1;
                                     next_state = IDLE_STATE;
                                 end
                            else if(PAR_TYP== 1'b1 && ((~^P_DATA) == sampled_bit))  
                                begin
                                     par_err = 1'b0;
                                     next_state = PARITY_STATE;
                                 end
                             else if(PAR_TYP== 1'b1 && ((~^P_DATA)!= sampled_bit))
                                 begin
                                     par_err = 1'b1;
                                     next_state = IDLE_STATE;
                                 end
                             else
                                begin
                                      par_err = 1'b0;
                                      next_state = PARITY_STATE;
                                end
            end
            else if(bit_cnt== 4'b1001 && edge_cnt ==(Prescale-'b1)) 
            begin
                next_state  = STOP_STATE;
            end
            else
            begin
                next_state= PARITY_STATE;
            end
                end
            endcase
          end
end
        STOP_STATE:
begin
            stp_chk_en  = 1'b1;
            deser_en = 1'b0;
            dat_samp_en = 1'b1;
            enable = 1'b1;
            begin
                case(Prescale)
                    6'b000100:
                    begin
                if((bit_cnt == 4'b1010 || bit_cnt==4'b1001)  && edge_cnt== (Prescale-'b1) && PAR_EN)
                begin
                    stp_err <= (sampled_bit==1'b1) ?  1'b0 : 1'b1;
                    if(!stp_err)
                        begin
                        Data_Valid<= 1'b1;
                         if(!RX_IN)
                         begin
                            next_state<=START_STATE;
                         end
                         else
                         begin
                            next_state<=IDLE_STATE;
                         end
                        end
                    else
                        begin
                            next_state<=IDLE_STATE;
                        end
                end
            else if((bit_cnt == 4'b1010 || bit_cnt==4'b1001)  && edge_cnt== (Prescale-'b1)  && !PAR_EN)
                begin
                    stp_err <= (sampled_bit==1'b1) ?  1'b0 : 1'b1;
                    if(!stp_err)
                        begin
                        Data_Valid<= 1'b1;
                         if(!RX_IN)
                         begin
                            next_state<=START_STATE;
                         end
                         else
                         begin
                            next_state<=IDLE_STATE;
                         end
                        end
                    else
                        begin
                            next_state<=IDLE_STATE;
                        end
                end
             else
                begin
                    next_state <= STOP_STATE;
                end
                end
                    default:
                    begin
             if((bit_cnt == 4'b1010 || bit_cnt==4'b1001)  && edge_cnt== ((Prescale>>1)+'b10) && PAR_EN )
                begin
                    stp_err = (sampled_bit==1'b1) ?  1'b0 : 1'b1;
                    if(!stp_err)
                        begin
                            next_state = STOP_STATE;
                        end
                    else
                        begin
                            next_state = IDLE_STATE;
                        end
                end
            else if((bit_cnt == 4'b1010 || bit_cnt==4'b1001)  && edge_cnt== ((Prescale>>1)+'b10)  && !PAR_EN)
                begin
                    stp_err = (sampled_bit==1'b1) ?  1'b0 : 1'b1;
                    if(!stp_err)
                        begin
                            next_state = STOP_STATE;
                        end
                    else
                        begin
                            next_state = IDLE_STATE;
                        end
                end
             else if((bit_cnt == 4'b1010 || bit_cnt==4'b1001)  && edge_cnt== ((Prescale-'b1)))
                begin
                    if(!stp_err)
                    begin
                        Data_Valid = 1'b1;
                        if(!RX_IN)
                         begin
                            next_state = START_STATE;
                         end
                         else
                         begin
                            next_state = IDLE_STATE;
                         end
                    end
                    else
                    begin
                        next_state = IDLE_STATE;
                    end
                end
                else
                begin
                    next_state = STOP_STATE;
                end
                    end
                endcase
            end
    end
    default:
         begin
            next_state = IDLE_STATE;
            dat_samp_en = 1'b0;
            enable = 1'b0;
            deser_en = 1'b0;
            par_chk_en = 1'b0;
            stp_chk_en = 1'b0;
            strt_chk_en = 1'b0;
            Data_Valid = 1'b0;
            par_err =1'b0;
            stp_err =1'b0;
            strt_glitch = 1'b0;
         end
endcase
end
endmodule
module data_sampling_Block #(parameter Prescale_Width=6)
(
    input wire RX_IN,
    input wire [Prescale_Width-1:0] Prescale,
    input wire dat_samp_en,
    input wire [Prescale_Width-1:0] edge_cnt,
    input wire CLK,
    input wire RST,
    output reg sampled_bit
);
    reg [2:0] middle_bits;
always @(posedge CLK) 
    begin
        if (!RST) 
            begin 
            sampled_bit <= 1'b0;
            middle_bits <= 3'b0;
            end 
        else if (dat_samp_en) 
            begin
                case(Prescale)
                6'b000100:
                begin   
                        if (edge_cnt <= (Prescale-'b1)) 
                            begin
                                if (edge_cnt == 'd1)
                                    begin
                                    sampled_bit <= RX_IN;
                                    end
                                end
                        else
                            begin
                            sampled_bit<=sampled_bit;
                            end
                end
                default:
                begin           
                        if(edge_cnt <= (Prescale-'b1))
                            begin
                                if(edge_cnt == (Prescale>>1)-'b10)
                                begin
                                    middle_bits[0] <= RX_IN;
                                end
                                else if(edge_cnt ==(Prescale>>1)-'b1)
                                begin
                                    middle_bits[1] <= RX_IN;
                                end
                                else if (edge_cnt == (Prescale>>1))
                                    begin
                                        middle_bits[2] = RX_IN;
                                    if (middle_bits == 3'b110 || middle_bits == 3'b101 || middle_bits == 3'b011 || middle_bits == 3'b111)
                                    begin
                                        sampled_bit <= 1'b1;
                                    end
                                     else
                                     begin
                                    sampled_bit <= 1'b0;
                                     end
                                    end
                                else
                                    begin 
                                        sampled_bit<=sampled_bit;
                                    end
                             end   
                        else
                            begin
                            sampled_bit<=sampled_bit;
                            end    
                    end
                endcase
            end
        else
            begin
            sampled_bit <= 1'b0;
            end
    end
endmodule
module deserializer_Block #(parameter Out_Data_width=8 ,Prescale_Width=6)
(
    input wire deser_en,
    input wire [Prescale_Width-1:0] edge_cnt,
    input wire [3:0] bit_cnt,
    input wire [Prescale_Width-1:0]Prescale,
    input wire sampled_bit,
    input wire CLK,
    input wire RST,
    output reg [Out_Data_width-1:0] P_DATA
);
reg [Prescale_Width:0] count_bits;
reg [Out_Data_width-1:0] P_DATA_comb;
always @(posedge CLK)
 begin
    if(!RST) 
        begin
        count_bits <= 3'b0;
        P_DATA <= 'b0;
        P_DATA_comb <= 'b0;
        end
    else if(deser_en)  
        begin
            case(Prescale)
                6'b000100:
                begin
                if(edge_cnt==(Prescale>>1))
            begin
            P_DATA_comb <= (P_DATA_comb >> 1) | (sampled_bit << (Out_Data_width-1));  
            count_bits <= count_bits + 'b1;
            end
            else if(bit_cnt=='b1000 && edge_cnt==((Prescale>>1)+'b1))
            begin
                P_DATA<=P_DATA_comb;
            end
                end
                default:
                begin
            if(edge_cnt==(Prescale>>1)+'b1)
            begin
            P_DATA_comb <= (P_DATA_comb >> 1) | (sampled_bit << (Out_Data_width-1));  
            count_bits <= count_bits + 'b1;
            end
            else if(bit_cnt=='b1000 && edge_cnt==(Prescale>>1)+'b10)
            begin
                P_DATA<=P_DATA_comb;
            end
                end
            endcase
        end
    else 
     begin
        P_DATA <= P_DATA_comb; 
        count_bits <= 'b0;  
    end
end
endmodule
module edge_bit_counter_Block #(parameter Prescale_Width=6)
(
    input wire enable,
    input wire [Prescale_Width-1:0] Prescale,
    input wire PAR_EN,
    input wire CLK,RST,
    output reg [3:0] bit_cnt,
    output reg [Prescale_Width-1:0] edge_cnt
);
always @( posedge CLK)
begin
    if(!RST)
    begin
        bit_cnt  <='b0;
        edge_cnt <='b0;
    end
    else
    begin
        case(enable)
    1'b0:
    begin
        bit_cnt <= 'b0;
        edge_cnt <= 'b0;
    end
    1'b1:
    begin
        case (PAR_EN)
        1'b0:
        begin
        if( bit_cnt<'b1010 && edge_cnt<(Prescale-'b1))
        begin
            edge_cnt <= edge_cnt + 'b1;
        end
        else if(bit_cnt=='b1001 && edge_cnt== (Prescale-'b1))
        begin
            bit_cnt <= 'b0;
            edge_cnt <= 'b0;
        end
        else if( bit_cnt <'b1010 && edge_cnt>= (Prescale-'b1))
        begin
            bit_cnt <= bit_cnt + 'b1;
            edge_cnt <= 'b0;
        end
        else
        begin
            bit_cnt <= 'b0;
            edge_cnt <= 'b0;
        end
        end
        1'b1:
        begin
        if( bit_cnt<'b1011 && edge_cnt<(Prescale-'b1))
        begin
            edge_cnt <= edge_cnt + 'b1;
        end
        else if(bit_cnt=='b1010 && edge_cnt==(Prescale-'b1))
        begin
            bit_cnt <= 'b0;
            edge_cnt <= 'b0;
        end
        else if( bit_cnt <'b1011 && edge_cnt>=(Prescale-'b1))
        begin
            bit_cnt <= bit_cnt + 'b1;
            edge_cnt <= 'b0;
        end
        else
        begin
            bit_cnt <= 'b0;
            edge_cnt <= 'b0;
        end
        end
        endcase
     end
    endcase
    end
end
endmodule
module UART_RX #(parameter Out_Data_width=8, parameter Prescale_Width=6) (
    input wire RX_IN,
    input wire PAR_TYP,
    input wire PAR_EN,
    input wire [Prescale_Width-1:0] Prescale,
    input wire CLK,
    input wire RST,
    output wire [Out_Data_width-1:0] P_DATA,
    output wire Data_Valid,
    output wire par_err,
    output wire stp_err
);
    wire [Prescale_Width-1:0] edge_cnt;
    wire dat_samp_en, enable, deser_en;
    wire sampled_bit;
    wire [3:0] bit_cnt;
    data_sampling_Block #(.Prescale_Width(Prescale_Width)) U0_Data_Sampling (
        .RX_IN(RX_IN),
        .Prescale(Prescale),
        .dat_samp_en(dat_samp_en),
        .CLK(CLK),
        .RST(RST),
        .edge_cnt(edge_cnt),
        .sampled_bit(sampled_bit)
    );
    deserializer_Block #(.Out_Data_width(Out_Data_width),.Prescale_Width(Prescale_Width)) U0_Deserializer (
        .deser_en(deser_en),
        .edge_cnt(edge_cnt),
        .bit_cnt(bit_cnt),
        .Prescale(Prescale),
        .sampled_bit(sampled_bit),
        .CLK(CLK),
        .RST(RST),
        .P_DATA(P_DATA)
    );
    FSM_Block #(.Out_Data_width(Out_Data_width),.Prescale_Width(Prescale_Width)) U0_FSM (
        .RX_IN(RX_IN),
        .PAR_EN(PAR_EN),
        .PAR_TYP(PAR_TYP),
        .bit_cnt(bit_cnt),
        .sampled_bit(sampled_bit),
        .edge_cnt(edge_cnt),
        .P_DATA(P_DATA),
        .Prescale(Prescale),
        .CLK(CLK),
        .RST(RST),
        .dat_samp_en(dat_samp_en),
        .enable(enable),
        .deser_en(deser_en),
        .par_chk_en(par_chk_en),
        .par_err(par_err),
        .stp_err(stp_err),
        .stp_chk_en(stp_chk_en),
        .strt_chk_en(strt_chk_en),
        .Data_Valid(Data_Valid)
    );
    edge_bit_counter_Block #(.Prescale_Width(Prescale_Width)) U0_EdgeBit_Counter (
        .enable(enable),
        .Prescale(Prescale),
        .PAR_EN(PAR_EN),
        .CLK(CLK),
        .RST(RST),
        .bit_cnt(bit_cnt),
        .edge_cnt(edge_cnt)
    );
endmodule
</file>
==> metrics.csv <==
stage,metric,value,unit
place,placer congestion estimate,0.853,
yosys,part of the Yosys area used for sequential elements,0.240,
yosys,synthesis area per yosys,2840,µm²
final_timing,Tcrit/Tclk final,0.954,
yosys,post-synth tally of flip-flops with integrated enable,0,
worst_setup_path,worst-path cell chain,clkdlybuf4s50_1 > inv_1 > ha_1 > nand2b_1 > nand2_1 > xor2_1 > ha_1 > nand2_1 > a311oi_2 > a21oi_1 > nor3_1 > clkdlybuf4s50_1,
power,share of total power in sequential cells,0.403,
die,core region area,5510,µm²
run,tool warnings,34,
clocking,Clock Tree Root,clkbuf_8,
finish,tally of filler cells in the layout,518,
final_timing,worst-margin pin slew,0.839,ns
worst_setup_path,cell family with the largest share of critical-path delay,buffers and inverters,
hold_path,path type of the worst min-delay path,reg2reg,
grt,antenna violations before repair,0,
finish,growth of design area from synthesis to finish,14.4,%
power,static power due to leakage,1.15,nW
final_timing,summed negative setup slack over all endpoints,0,ns
drt,Vias per Instance,5.76,
drt,Residual DRC,0,
yosys,Yosys warning total,7,
yosys,post-synth top area share,0.240,
die,area of the die,5990,µm²
final_timing,Peak Freq,206,MHz
die,starting density of the core,0.516,
worst_setup_path,endpoint required time on the critical path,4.08,ns
yosys,instance count of the mapped netlist,346,
yosys,cell area after technology mapping,2840,µm²
die,Die X,77.4,µm
drt,"wirelength, routed",6.53,mm
drt,number of antenna repair diodes,0,
final_timing,Max transition margin,0.438,
die,vertical die dimension,77.4,µm
drt,average detailed-routed wire length per instance,14.9,µm
grt,gr ovfl total,0,
final_timing,post-route worst hold slack,0.487,ns
clocking,clock buffer depth,2,
yosys,synthesized-area fraction occupied by adder cells,0.0881,
clocking,Clock Sinks,34,
yosys,unique cell type count in the Yosys netlist,66,
power,part of the power in the clock network,0.454,
final_timing,final setup skew,0.00466,ns
drt,antenna violation net count after detailed routing,0,
yosys,ys flops,34,
outcome,outcome,completed,
grt,largest net degree at the start of global routing,46,
worst_setup_path,Worst path max stage delay,0.50,ns
yosys,leading area contributor after synthesis,dfxtp_1,
yosys,portion of netlist area occupied by mux cells,0.0388,
die,I/O pin total,22,
clocking,Hold Buf Count CTS,0,
power,switching share of power,0.249,
yosys,Syn Area/Cell,8.21,µm²
worst_setup_path,Critical Path Source Type,primary input,
worst_setup_path,kind of end point of the critical path,output port,
yosys,most used flip-flop cell after synthesis,dfxtp_1,
worst_setup_path,worst setup path category,in2out,
grt,number of global-route vias before repair,2245,
drt,vias,2529,
grt,wire length of the first global-routing pass,11.0,mm
worst_setup_path,slowest library cell on the worst path,clkdlybuf4s50_1,
drt,drt first-iter violations,116,
yosys,area fraction in compound gates,0.215,
power,combinational share of power,0.142,
clocking,cts bufs inserted,5,
yosys,yosys xor share,0.103,
yosys,"Simple Share, Synth",0.249,
clocking,clock tree from TritonCTS,done,
grt,overall fraction of global-route tracks in use,0.233,
clocking,clock transition at the registers of the reported paths,0.08,ns
final_timing,number of pins exceeding their max-slew limit in the final report,0,
power,internal cell power,0.504,mW
power,sw power,0.167,mW
place,HPWL after detailed placement,4.88,mm
final_timing,setup repair after global routing missed its margin,false,
yosys,cells in synth_stat.txt,346,
power,Max rail drop VDD,0.163,mV
final_timing,final hold violation count,0,
yosys,Top logic family,simple AND/OR/NAND/NOR gates,
final_timing,number of setup violations in the final report,0,
drt,Initial DRT Pass Iterations,4,
yosys,Async SR Flop Fraction,0,
clocking,worst-skew pair later-pin latency,0.29,ns
worst_setup_path,crit-path max FO,6,
final_timing,post-layout min period,4.86,ns
place,port buffer count,21,
yosys,largest cells by area after synthesis,"dfxtp_1 24%, ha_1 8.8%, xnor2_1 6.8%, nand2_1 6.5%, mux2i_1 3.9%",
power,Power per Cell Area,207,nW/µm²
clocking,H-tree level count,2,
die,row count,27,
worst_setup_path,worst path bufs/invs,3,
worst_setup_path,Worst EP arrival,3.84,ns
run,Max-cap violations,0,
finish,fraction of layout cells with a size suffix above 1,0.0981,
==> stage by stage <==
stage	setup WS [ns]	utilization	power, mW	std cells	area (µm²)
after floorplan	1.17	-	0.345	346	2840
after global placement	0.149	0.563	0.371	431	3100
after detailed placement	0.146	0.563	0.371	431	3100
after CTS	0.131	0.588	0.677	439	3240
after global routing	0.00725	0.590	0.697	439	3250
final	0.236	0.590	0.672	439	3250
==> sequential cells by signal, indices dropped and copies added, names as in the netlist <==
register and flops:
U0_Data_Sampling.sampled_bit 1, U0_EdgeBit_Counter.edge_cnt 6, U0_EdgeBit_Counter.bit_cnt 4, U0_Deserializer.P_DATA_comb 8, U0_Deserializer.P_DATA 8, U0_FSM.current_state 5, U0_Data_Sampling.middle_bits 2
==> layer usage <==
metal / wire (µm) / vias up / track usage
li1: - / 1320 / -
met1: 3400 / 1184 / 0.358
met2: 2950 / 20 / 0.377
met3: 123 / 5 / 0.0215
met4: 57 / 0 / 0.0170
met5: 0 / - / 0
==> worst paths after layout <==
check	to	cells past startpoint	from	slack [ns]
hold / removal	U0_Deserializer.P_DATA[4]	2	U0_Deserializer.P_DATA[4]	0.49
setup reg to reg	U0_EdgeBit_Counter.bit_cnt[3]	8	U0_EdgeBit_Counter.edge_cnt[3]	2.34
setup / recovery	stp_err	12	Prescale[1]	0.24
hold reg to reg	U0_Deserializer.P_DATA[4]	2	U0_Deserializer.P_DATA[4]	0.49
==> worst register-to-register path, cell delays in order (launching register included) <==
cell and delay [ns]:
dfxtp_1 0.82, ha_1 0.38, nand4_1 0.18, a311oi_2 0.08, buf_4 0.18, o221ai_1 0.22, o2111ai_1 0.22, or3_1 0.42
o22ai_1 0.19
==> kinds of logic (layout without fill, tap and decap cells) <==
group	Yosys count	count (layout)
AOI/OAI and AO/OA	79	79
xor gates and xnor gates	31	31
adders and majority gates	20	20
buffers and inverters	34	55
DFF	34	34
muxes	11	11
and+or+nand+nor	137	137
==> placed cells by master, fill, tap and decap left out, types with 12 or more instances in the layout <==
cell             count
dfxtp_1             34
nand3_1             15
buf_4               12
nor2_1              17
and3_1              13
clkdlybuf4s50_1     21
xnor2_1             22
nand2_1             49
inv_1               13
ha_1                20
==> Yosys cell counts, types with 5 or more instances <==
master,n
nand2_1,49
dfxtp_1,34
xnor2_1,22
ha_1,20
nor2_1,17
nand3_1,15
and3_1,13
inv_1,13
a21oi_1,11
mux2i_1,11
o21ai_0,11
nor3_1,8
a32oi_1,7
o311ai_0,7
xor2_1,7
clkbuf_1,6
buf_2,5
o22ai_1,5
==> cell type report <==
cell class | instances | area [µm²] | share of cell area
Multi-Input combinational cell | 278 | 1990 | 0.612
Inverter | 14 | 52.6 | 0.0162
Sequential cell | 34 | 681 | 0.210
Timing Repair Buffer | 33 | 300 | 0.0924
Tap cell | 72 | 90.1 | 0.0277
Clock inverter | 3 | 68.8 | 0.0212
Clock buffer | 5 | 68.8 | 0.0212
==> power by group through the flow <==
stage | combinational [mW] | sequential [mW] | clock (mW)
after CTS | 0.0948 | 0.271 | 0.311
after global routing | 0.106 | 0.271 | 0.320
final | 0.0957 | 0.271 | 0.305
==> timing repair <==
action                                  4_1_cts  5_1_grt
setup buffers                                 0        0
endpoints found under the setup margin        0        2
resized                                       0        3
Power and IR drop assume default switching activity.
